$ cat design.v
`timescale 1ns / 1ps
module invsqrt_pipeline_axiswrap(
    input wire clk,
    input wire rstn,
    input wire [31:0] S_AXIS_tdata,
    input wire [3:0] S_AXIS_tkeep,
    input wire  S_AXIS_tvalid,
    output wire S_AXIS_tready,
    input wire  S_AXIS_tlast,
    output wire [31:0] M_AXIS_tdata,
    output wire [3:0] M_AXIS_tkeep,
    output wire  M_AXIS_tvalid,
    input wire  M_AXIS_tready,
    output wire  M_AXIS_tlast
    );
localparam DELAY = 9;
wire valid;
wire [31:0] float_in;
wire [31:0] float_out;
wire ready;
wire backprn;
reg last_delay [0:DELAY-1];
assign float_in = S_AXIS_tdata;
assign S_AXIS_tready = backprn;
assign valid = S_AXIS_tvalid;
assign M_AXIS_tkeep = ready ? 4'b1111 : 4'b0000;
assign M_AXIS_tdata = float_out;
assign M_AXIS_tvalid = ready;
assign backprn = M_AXIS_tready;
assign M_AXIS_tlast = last_delay[DELAY-1];
invsqrt_pipeline invsqrt_pipe(clk, rstn, backprn, valid, float_in, float_out, ready);
integer i;
always @(posedge clk) begin
    if(rstn == 1'b0) begin
        for(i = 0; i < DELAY; i = i + 1) begin
            last_delay[i] <= 1'b0;
        end
    end else begin
        if(backprn == 1'b0) begin
            for(i = 0; i < DELAY; i = i + 1) begin
                last_delay[i] <= last_delay[i];
            end
        end else begin
            last_delay[0] <= S_AXIS_tlast;
            for(i = 1; i < DELAY; i = i + 1) begin
                last_delay[i] <= last_delay[i - 1];
            end
        end
    end
end
endmodule
`timescale 1ns / 1ps
module fp_1d5_sub_correction_pipe (clk, rstn, backprn, valid, M_sub, float_in_delay, float_out, float_out_delay, ready, error_in, error_out);
input wire clk;
input wire rstn;
input wire valid;
input wire [23 +3:0] M_sub;
input wire [30:0] float_in_delay;
input wire error_in;
input wire backprn;
output reg [30:0] float_out;
output reg [30:0] float_out_delay;
output reg ready;
output reg error_out;
reg [23 +3:0] M_ov;
wire E_ov;
wire [7:0] E;
assign E = {7'b0111_111, E_ov};
assign E_ov = (M_sub[23+3] == 1'b0) ? 1'b0 : 1'b1;
always @(posedge clk) begin
    if(rstn == 1'b0) begin
        ready <= 1'b0;
        error_out <= 1'b0;
    end else begin
        if(backprn == 1'b0) begin
            float_out_delay <= float_out_delay;
            float_out <= float_out;
            ready <= ready;
            error_out <= error_out;
        end else begin
            if(valid == 1'b1) begin
                float_out_delay <= float_in_delay;
                float_out[30:23] <= E;
                ready <= 1'b1;
                error_out <= error_in;
                if (M_ov[3-1] == 1'b1)
                    float_out[22:0] <= M_ov[23+3:3] + 1;
                else
                    float_out[22:0] <= M_ov[23+3:3];
            end else begin
                float_out_delay <= float_out_delay;
                float_out <= float_out;
                ready <= 1'b0;
                error_out <= 1'b0;
            end
        end
    end
end
always @* begin
    if (M_sub[23+3] == 1'b0)
        M_ov = M_sub << 1;
    else
        M_ov = M_sub;
end
endmodule
`timescale 1ns / 1ps
module fp_1d5_sub_subtract_pipe (clk, rstn, backprn, valid, float_in, float_in_delay, M_sub, float_out_delay, ready, error_in, error_out);
input wire clk;
input wire rstn;
input wire valid;
input wire [30:0] float_in;
input wire [30:0] float_in_delay;
input wire error_in;
input wire backprn;
output reg [23 +3:0] M_sub;
output reg [30:0] float_out_delay;
output reg ready;
output reg error_out;
wire [1:0] E_in;
reg [23 +3:0] M_in;
wire [22:0] M;
assign E_in = float_in[24:23];
assign M = float_in[22:0];
always @(posedge clk) begin
    if(rstn == 1'b0) begin
        ready <= 1'b0;
        error_out <= 1'b0;
    end else begin
        if(backprn == 1'b0) begin
            float_out_delay <= float_out_delay;
            M_sub <= M_sub;
            ready <= ready;
            error_out <= error_out;
        end else begin
            if(valid == 1'b1) begin
                float_out_delay <= float_in_delay;
                M_sub <= ({1'b1, 23'h40_0000, 3'b000}) - M_in;
                ready <= 1'b1;
                error_out <= error_in;
            end else begin
                float_out_delay <= float_in_delay;
                M_sub <= M_sub;
                ready <= 1'b0;
                error_out <= 1'b0;
            end
        end
    end
end
always @* begin
    if (E_in == 2'b10)
        M_in = (({1'b1, M, 3'b000}) >> 1);
    else if (E_in == 2'b01)
        M_in = (({1'b1, M, 3'b000}) >> 2);
    else
        M_in = {1'b1, M, 3'b000};
end
endmodule
`timescale 1ns / 1ps
module fp_mul_correction_pipe (clk, rstn, backprn, valid, M_in_mul, E_in_mul, float_in_2, float_out_cor, float_out_2, ready, error_in, error_out);
parameter END = 0;
input wire clk;
input wire rstn;
input wire valid;
input wire [47:0] M_in_mul;
input wire signed [7:0] E_in_mul;
input wire [30:0] float_in_2;
input wire error_in; 
output reg error_out;
input wire backprn;
output reg [30:0] float_out_cor;
output reg [30:0] float_out_2;
output reg ready;
wire [22:0] M_trunc, M_cor;
wire overflow;
wire signed [7:0] E_cor;
reg [46:0] M_overflow;
reg signed [7:0] E_overflow;
generate begin
    if (END == 0) begin
        assign overflow = M_trunc[22];
        assign M_cor = M_overflow[45:23];
        assign E_cor = E_overflow + 127;
    end else begin
        assign overflow = (error_in == 0) ?  M_trunc[22] : 1'b0;
        assign M_cor = (error_in == 0) ? M_overflow[45:23] : 23'hFFFFFF;
        assign E_cor = (error_in == 0) ? (E_overflow + 127) : 8'hFF;
    end
end
endgenerate
assign M_trunc = M_overflow[22:0];
always @(posedge clk) begin
    if(rstn == 1'b0) begin
        ready <= 1'b0;
        error_out <= 1'b0;
    end else begin
        if(backprn == 1'b0) begin
            float_out_2 <= float_out_2;
            ready <= ready;
            error_out <= error_out;
            float_out_cor <= float_out_cor;
        end else begin
            if(valid == 1'b1) begin
                float_out_2 <= float_in_2;
                ready <= 1'b1;
                error_out <= error_in;
                float_out_cor[30:23] <= E_cor;
                if(overflow == 1'b1)
                    float_out_cor[22:0] <= M_cor + 1;
                else
                    float_out_cor[22:0] <= M_cor;
            end else begin
                float_out_cor <= float_out_cor;
                float_out_2 <= float_out_2;
                ready <= 1'b0;
                error_out <= 0;
            end
        end
    end
end
always @* begin
    if(M_in_mul[47] == 1'b1) begin
        M_overflow = M_in_mul >> 1;
        E_overflow = E_in_mul + 1;
    end else begin
        M_overflow = M_in_mul;
        E_overflow = E_in_mul;
    end
end
endmodule
`timescale 1ns / 1ps
module fp_mul_multiply_pipe (clk, rstn, backprn, valid, float_in_1, float_in_2, float_out_2, M_mul, E_mul, ready, error_in, error_out);
input wire clk;
input wire rstn;
input wire valid;
input wire [30:0] float_in_1;
input wire [30:0] float_in_2;
input wire error_in;
input wire backprn;
output reg [30:0] float_out_2;
output reg [47:0] M_mul;
output reg signed [7:0] E_mul;
output reg ready;
output reg error_out;
wire signed [7:0] E1, E2, Etmp1, Etmp2;
wire [22:0] M1, M2;
assign E1 = float_in_1[30:23] - 127;
assign E2 = float_in_2[30:23] - 127;
assign M1 = float_in_1[22:0];
assign M2 = float_in_2[22:0];
always @(posedge clk) begin
    if(rstn == 1'b0) begin
        ready <= 1'b0;
        error_out <= 1'b0;
    end else begin
        if(backprn == 1'b0) begin 
            float_out_2 <= float_out_2;
            M_mul <= M_mul;
            E_mul <= E_mul;
            ready <= ready;
            error_out <= error_out;
        end else begin
            if(valid == 1'b1) begin
                float_out_2 <= float_in_2;
                M_mul <= {1'b1, M1} * {1'b1, M2};
                E_mul <= E1 + E2;
                ready <= 1'b1;
                error_out <= error_in;
            end else begin
                float_out_2 <= float_out_2;
                M_mul <= M_mul;
                E_mul <= E_mul;
                ready <= 1'b0;
                error_out <= 1'b0;
            end
        end
    end
end
endmodule
`timescale 1ns / 1ps
module fp_mul_pipe (clk, rstn, backprn, valid, float_in_1, float_in_2, float_out, float_out_delay, ready, error_in, error_out);
parameter END = 0;
input wire clk;
input wire rstn;
input wire valid;
input wire [30:0] float_in_1;
input wire [30:0] float_in_2;
input wire error_in;
input wire backprn;
output wire [30:0] float_out;
output wire [30:0] float_out_delay;
output wire ready;
output wire error_out;
wire [47:0] M_mul;
wire signed [7:0] E_mul;
wire [30:0] float_delay;
wire valid_p;
wire error_mid;
fp_mul_multiply_pipe multiply(clk, rstn, backprn, valid, float_in_1, float_in_2, float_delay, M_mul, E_mul, valid_p, error_in, error_mid);
fp_mul_correction_pipe #(END) correction(clk, rstn, backprn, valid_p, M_mul, E_mul, float_delay, float_out, float_out_delay, ready, error_mid, error_out);
endmodule
`timescale 1ns / 1ps
module fp_sub_1d5_pipe (clk, rstn, backprn, valid, float_in, float_in_delay, float_out, float_out_delay, ready, error_in, error_out);
input wire clk;
input wire rstn;
input wire valid;
input wire [30:0] float_in;
input wire [30:0] float_in_delay;
input wire error_in;
input wire backprn;
output wire [30:0] float_out;
output wire [30:0] float_out_delay;
output wire ready;
output wire error_out;
wire [23 +3:0] M_sub;
wire [30:0] float_delay;
wire valid_p;
wire error_mid;
fp_1d5_sub_subtract_pipe   subtract  (clk, rstn, backprn, valid, float_in, float_in_delay, M_sub, float_delay, valid_p, error_in, error_mid);
fp_1d5_sub_correction_pipe correction(clk, rstn, backprn, valid_p, M_sub, float_delay, float_out, float_out_delay, ready, error_mid, error_out);
endmodule
`timescale 1ns / 1ps
module invsqrt_pipe_init (clk, rstn, backprn, valid, number, x2, y, ready, error_out);
input wire clk;
input wire rstn;
input wire valid;
input wire [31:0] number;
input wire backprn;
output reg [30:0] x2;
output reg [30:0] y;
output reg ready;
output reg error_out;
wire [22:0] M_in;
wire [7:0] E_in_x2;
wire [30:0] num_shifted;
wire error;
assign M_in = number[22:0];
assign E_in_x2 = number[30:23] - 1;
assign num_shifted = (number >> 1);
assign error = ((number == 31'h00000000) || (number[30:23] == 8'hFF)|| (number[31] == 1'b1)) ? 1'b1 : 1'b0;
always @(posedge clk) begin
    if(rstn == 1'b0) begin
        ready <= 0;
        error_out <= 0;
    end else begin
        if(backprn == 1'b0) begin
            y <= y;
            x2 <= x2;
            ready <= ready;
            error_out <= error_out;
        end else begin
            if(valid == 1'b1) begin
                y <= 32'h5f3759df - num_shifted;
                x2 <= {E_in_x2, M_in};
                ready <= 1;
                error_out <= error;
            end else begin
                y <= y;
                x2 <= x2;
                ready <= 0;
                error_out <= 0;
            end
        end
    end
end
endmodule
`timescale 1ns / 1ps
module invsqrt_pipeline (clk, rstn, backprn, valid, float_in, float_out, ready);
input wire clk;
input wire rstn;
input wire valid;
input wire [31:0] float_in;
input wire backprn;
output wire [31:0] float_out;
output wire ready;
wire [30:0] y [0:3];
wire [30:0] x2, x2y, x2yy, sub_x2yy;
wire valid_p [0:3];
wire error[3:0];
assign float_out[31] = 1'b0;
invsqrt_pipe_init invsqrt_pipe_init (clk, rstn, backprn, valid,      float_in, x2, y[0], valid_p[0], error[0]);
fp_mul_pipe       mul_pipe_x2y      (clk, rstn, backprn, valid_p[0], x2, y[0], x2y, y[1], valid_p[1], error[0], error[1]);
fp_mul_pipe       mul_pipe_x2yy     (clk, rstn, backprn, valid_p[1], x2y, y[1], x2yy, y[2], valid_p[2], error[1], error[2]);
fp_sub_1d5_pipe   sub_1d5_pipe      (clk, rstn, backprn, valid_p[2], x2yy, y[2], sub_x2yy, y[3], valid_p[3], error[2], error[3]);
fp_mul_pipe #(1)  mul_pipe_sub_x2yy (clk, rstn, backprn, valid_p[3], sub_x2yy, y[3], float_out, , ready, error[3]);
endmodule
$ cat constraint.sdc
current_design invsqrt_pipeline_axiswrap

set clk_period 17.9
set clk_io_pct 0.2

create_clock -name clk0 -period $clk_period [get_ports {clk}]

set non_clock_inputs [all_inputs -no_clocks]
set_input_delay [expr $clk_period * $clk_io_pct] -clock clk0 $non_clock_inputs
set_output_delay [expr $clk_period * $clk_io_pct] -clock clk0 [all_outputs]
$ cat run.sh
#!/bin/bash
# OpenROAD 26Q1-2900-gdf79404cd8, Yosys 0.63+post, stock flow scripts
make -C /OpenROAD-flow-scripts/flow DESIGN_CONFIG=/design/flow/config.mk WORK_HOME=/design/flow/orfs finish
$ cat config.mk
export PLATFORM = sky130hd
export DESIGN_NAME = invsqrt_pipeline_axiswrap
export DESIGN_NICKNAME = invsqrt_pipeline_axiswrap
export VERILOG_FILES = /design/flow/design.v
export SDC_FILE = /design/flow/constraint.sdc
export NUM_CORES = 4
export LEC_CHECK = 1
export CORE_UTILIZATION = 50
==> flow_metrics.env <==
# implementation run metrics
export IMPL_floorplan_die_width_um=389
export IMPL_worst_ep_arrival_time_ps=4620
export IMPL_worst_hold_path_type="reg2reg"
export IMPL_synthesis_area_sq_um=74800
export IMPL_synth_area_yosys_sq_um=74800
export IMPL_max_clock_freq_mhz=122
export IMPL_irDropWorstVdd_v=0.000469
export IMPL_die_size_y_um=389
export IMPL_post_cts_resize_count=0
export IMPL_final_min_period_over_clock_period_pct=45.8
export IMPL_timing_worst_slew_pin_value_ps=830
export IMPL_max_cap_viol_count=0
export IMPL_cpPeakStageDelay_ps=560
export IMPL_final_area_sq_um=79900
export IMPL_synth_flops=488
export IMPL_power_density_nw_per_um2=116
export IMPL_area_growth_synth_to_final_pct=6.76
export IMPL_grt_total_usage_pct=26.5
export IMPL_synthesis_instances=7586
export IMPL_via_density_per_instance=5.15
export IMPL_timing_max_transition_violations_final=0
export IMPL_numCtsBuffers=57
export IMPL_clock_power_share_pct=13.0
export IMPL_cp_num_buf_inv=3
export IMPL_antenna_found_initial=1
export IMPL_grt_setup_unrepaired="no"
export IMPL_instances_no_fill=9522
export IMPL_dr_pass1_iters=5
export IMPL_finalWeightedCongestion=0.942
export IMPL_first_global_vias=52600
export IMPL_top_cell_type_by_total_area_after_synthesis="fa_1"
export IMPL_power_switching_uw=4190
export IMPL_critPathMaxFanout=44
export IMPL_core_area_sq_um=148000
export IMPL_path_delay_family="buffers and inverters"
export IMPL_postSynth_asyncResetShare_pct=0
export IMPL_critical_setup_path_kind="in2out"
export IMPL_setup_total_negative_slack_ps=0
export IMPL_global_route_wire_length_before_repair_mm=286
export IMPL_edf_count=462
export IMPL_route_final_wire_length_mm=174
export IMPL_placement_rows=141
export IMPL_place_detailed_instances=9414
export IMPL_floorplan_io_pins=80
export IMPL_initial_core_util_pct=50.5
export IMPL_ys_dominant_reg_cell="edfxtp_1"
export IMPL_clkSinkCount=488
export IMPL_stage_log_warnings=35
export IMPL_power_sequential_fraction_pct=17.7
export IMPL_netlist_top_cells_area="fa_1 (39%), edfxtp_1 (19%), inv_1 (8.9%)"
export IMPL_synth_compound_gate_area_share_pct=4.01
export IMPL_simple_gate_area_share_pct=14.6
export IMPL_worst_endpoint_required_ps=14320
export IMPL_critical_path_cell_list="buf_2 > buf_4 > clkdlybuf4s50_1"
export IMPL_post_cts_setup_buffers=0
export IMPL_static_leakage_uw=0.0381
export IMPL_setup_worst_path_end_class="primary output"
export IMPL_worst_skew_pair_late_latency_ps=680
export IMPL_synthesis_yosys_warnings=11
export IMPL_antenna_violating_nets_post_route=0
export IMPL_adder_and_majority_gate_portion_of_the_synthesized_area_pct=47.4
export IMPL_overflow=0
export IMPL_finalHoldWorstSlack_ps=377
export IMPL_internal_power_uw=5100
export IMPL_ys_sh_mux_pct=1.17
export IMPL_hold_viol=0
export IMPL_half_perimeter_wire_length_after_detailed_placement_mm=131
export IMPL_status="complete, no violations"
export IMPL_fp_dieArea_sq_um=151000
export IMPL_yosysTopAreaCellShare_pct=38.6
export IMPL_slew_headroom_pct=44.7
export IMPL_route_detailed_wl_per_inst_um=18.3
export IMPL_tritoncts="yes"
export IMPL_remaining_drc_errors=0
export IMPL_post_route_cells_drive_above_1_share_pct=4.06
export IMPL_yosys_cell_types_count=88
export IMPL_synthesized_area_per_cell_sq_um=9.86
export IMPL_path_clk_slew_ps=60
export IMPL_grt_max_degree=60
export IMPL_initialDrtViolationCount=1984
export IMPL_detailroute_via_count=49000
export IMPL_finalSetupViolCount=0
export IMPL_crit_path_top_delay_cell="clkdlybuf4s50_1"
export IMPL_share_comb_of_total_power_pct=69.3
export IMPL_htree_num_levels=2
export IMPL_post_dp_cell_area_sq_um=77900
export IMPL_ys_top_logic_family="adder cells"
export IMPL_synth_seq_share_pct=19.2
export IMPL_ys_cells=7586
export IMPL_period_minus_slack_ps=8200
export IMPL_portBuffers=74
export IMPL_worstSetupStartpointType="primary input"
export IMPL_clockRootBuffer="clkbuf_16"
export IMPL_ys_sh_xor_pct=2.98
export IMPL_cts_root_to_sink_buffers=3
export IMPL_clock_skew_final_ps=49.4
export IMPL_power_share_switching_pct=45.1
export IMPL_cts_hold_buf=0
power by group through the flow:
| stage | Sequential, uW | Clock, uW | Combinational, uW |
|---|---|---|---|
| 4_1_cts | 1650 | 1250 | 6540 |
| 5_1_grt | 1650 | 1290 | 7400 |
| 6_report | 1650 | 1210 | 6430 |
layout by cell type, fill, tap and decap left out, drive strengths merged, types with 97 or more instances in the layout:
cell type and count:
a21oi 154, and2 749, buf 163, edfxtp 462
fa 1443, ha 524, inv 1770, nand2 964
nor2 199, o21ai 101, xnor2 158, xor2 97
per-layer routing:
| metal | wire length (um) | GRT usage (%) | share of wire (%) |
|---|---|---|---|
| met1 | 68500 | 38.0 | 39 |
| met2 | 81500 | 40.0 | 47 |
| met3 | 19100 | 11.7 | 11 |
| met4 | 5120 | 5.86 | 2.9 |
| met5 | 68 | 0.351 | 0.039 |
cells in the mapped netlist (all sizes together) (64+ instances only):
cell type,n
nand3,72
and2,749
xnor2,158
nand2,964
ha,524
edfxtp,462
clkbuf,299
o21ai,101
nor2,199
a21oi,154
mux2i,64
inv,1766
xor2,97
fa,1443
per-stage QoR:
step / setup WS [ps] / util, % / power, uW
after detailed placement: 9690 / 52.6 / 8150
after global placement: 9700 / 52.6 / 8140
after floorplan: 10640 / - / 6640
after CTS: 9690 / 53.9 / 9430
final: 9700 / 53.9 / 9290
after global routing: 9430 / 53.9 / 10300
worst register-to-register path, stage by stage (launching register included):
cell,delay [ps]
edfxtp_1,350
buf_4,250
inv_1,490
nor2_1,130
fa_1,550
inv_1,50
fa_1,490
inv_1,70
fa_1,500
inv_1,50
fa_1,540
inv_1,60
fa_1,490
fa_1,500
inv_1,50
fa_1,470
inv_1,40
ha_1,330
a21o_1,180
a2111oi_0,80
o211a_1,140
a21oi_1,540
o2111ai_1,290
a31oi_1,540
a21oi_1,210
o21ai_0,250
xor2_1,90
cell type report:
| type | count | area (sq um) |
|---|---|---|
| Tap cell | 1930 | 2410 |
| Multi-Input combinational cell | 4987 | 52500 |
| Clock inverter | 44 | 547 |
| Inverter | 1773 | 6660 |
| Clock buffer | 63 | 1450 |
| Fill cell | 12900 | 68300 |
| Antenna cell | 1 | 2.50 |
| Timing Repair Buffer | 236 | 1950 |
| Sequential cell | 488 | 14400 |
logic make-up after synthesis:
group / count (synthesis)
DFF: 488
and+or+nand+nor: 2214
xor gates and xnor gates: 255
muxes: 85
adders and majority gates: 1967
buffers and inverters: 2111
other: 1
AOI/OAI and AO/OA: 465
sequential cells by signal, indices dropped and copies added, names as in the netlist, 31 cells and up:
register and cells:
invsqrt_pipe.mul_pipe_x2y.correction.float_out_2 31, invsqrt_pipe.invsqrt_pipe_init.y 31, invsqrt_pipe.mul_pipe_x2yy.correction.float_out_2 31, invsqrt_pipe.mul_pipe_sub_x2yy.correction.float_out_cor 31, invsqrt_pipe.sub_1d5_pipe.subtract.float_out_delay 31, invsqrt_pipe.mul_pipe_x2y.multiply.float_out_2 31
invsqrt_pipe.sub_1d5_pipe.correction.float_out_delay 31, invsqrt_pipe.mul_pipe_x2yy.multiply.float_out_2 31
path summary, 6_finish.rpt:
path,slack [ps],from,depth (start not counted),to
max,9700,M_AXIS_tready,3,S_AXIS_tready
min,380,invsqrt_pipe.mul_pipe_x2y.multiply.float_out_2[9],0,flop
max reg2reg,9930,flop,26,invsqrt_pipe.mul_pipe_x2yy.multiply.M_mul[44]
min reg2reg,380,invsqrt_pipe.mul_pipe_x2y.multiply.float_out_2[9],0,flop
Power figures rest on the tool's default switching activity, not on a simulated workload.
